**./config.mk**
```make
export PLATFORM = sky130hd
export DESIGN_NAME = Reg_acc_2
export DESIGN_NICKNAME = Reg_acc_2
export VERILOG_FILES = /design/flow/design.v
export SDC_FILE = /design/flow/constraint.sdc
export NUM_CORES = 4
export LEC_CHECK = 1
export CORE_UTILIZATION = 30
```
**./constraint.sdc**
```tcl
current_design Reg_acc_2

set clk_period 9.5
set clk_io_pct 0.2

create_clock -name clk0 -period $clk_period [get_ports {clk}]

set non_clock_inputs [all_inputs -no_clocks]
set_input_delay [expr $clk_period * $clk_io_pct] -clock clk0 $non_clock_inputs
set_output_delay [expr $clk_period * $clk_io_pct] -clock clk0 [all_outputs]
```
**./design.v**
```verilog
`timescale 1ns / 1ps
module Adder #(parameter ARITH_TYPE = 1, DATA_WIDTH = 32 , E=8, M=23 )
    (
    input [DATA_WIDTH-1:0] FP_in1,
    input [DATA_WIDTH-1:0] FP_in2,
    output [DATA_WIDTH-1:0] FP_out
    );
    generate
		if (ARITH_TYPE)
			fixed_point_adder    #(.DATA_WIDTH(DATA_WIDTH)) add (.FP_in1(FP_in1), .FP_in2(FP_in2), .FP_out(FP_out));
		else
			floating_point_adder #(.DATA_WIDTH(DATA_WIDTH)) add (.FP_in1(FP_in1), .FP_in2(FP_in2), .FP_out(FP_out));
	endgenerate
endmodule
`timescale 1ns / 1ps
module Reg_Accmulator #(parameter ARITH_TYPE = 1, DATA_WIDTH = 32 )
   (
    input clk,
    input reset, 
    input Enable,
    input bias_sel,  
    input [DATA_WIDTH-1:0] data_in_from_previous,
    input [DATA_WIDTH-1:0] data_bias,
    output reg [DATA_WIDTH-1:0] reg_accu_data_out
    );
    wire [DATA_WIDTH-1:0] data_out_mux;
    wire [DATA_WIDTH-1:0] adder_data_out;
	assign data_out_mux = bias_sel ? data_bias : adder_data_out;
    Adder #(.DATA_WIDTH(DATA_WIDTH), .ARITH_TYPE(ARITH_TYPE)) add ( .FP_in1(data_in_from_previous), .FP_in2(reg_accu_data_out), .FP_out(adder_data_out) );
    always @(posedge clk ,posedge reset)
    begin 
        if (reset) 
            reg_accu_data_out <= {DATA_WIDTH{1'b0}}; 
        else if (Enable) 
            reg_accu_data_out <= data_out_mux; 
    end 
endmodule 
`timescale 1ns / 1ps
module Reg_acc_2 #(parameter DATA_WIDTH = 16, ARITH_TYPE = 1)
(
   input clk ,reset,
   input bias_sel,enable_write,
input [DATA_WIDTH - 1 : 0] Data_in_1 ,   
input [DATA_WIDTH - 1 : 0] Data_in_2 ,   
input [DATA_WIDTH - 1 : 0] Data_in_3 ,   
input [DATA_WIDTH - 1 : 0] Data_in_4 ,   
input [DATA_WIDTH - 1 : 0] Data_in_5 ,   
input [DATA_WIDTH - 1 : 0] Data_in_6 ,   
input [DATA_WIDTH - 1 : 0] Data_in_7 ,   
input [DATA_WIDTH - 1 : 0] Data_in_8 ,   
input [DATA_WIDTH - 1 : 0] Data_in_9 ,   
input [DATA_WIDTH - 1 : 0] Data_in_10,  
input [DATA_WIDTH-1:0]  data_bias_1, 
input [DATA_WIDTH-1:0] data_bias_2, 
input [DATA_WIDTH-1:0] data_bias_3, 
input [DATA_WIDTH-1:0] data_bias_4, 
input [DATA_WIDTH-1:0] data_bias_5, 
input [DATA_WIDTH-1:0] data_bias_6, 
input [DATA_WIDTH-1:0] data_bias_7, 
input [DATA_WIDTH-1:0] data_bias_8, 
input [DATA_WIDTH-1:0] data_bias_9, 
input [DATA_WIDTH-1:0] data_bias_10,
output [DATA_WIDTH - 1 : 0] Data_out_FC_1  ,
output [DATA_WIDTH - 1 : 0] Data_out_FC_2  ,
output [DATA_WIDTH - 1 : 0] Data_out_FC_3  ,
output [DATA_WIDTH - 1 : 0] Data_out_FC_4  ,
output [DATA_WIDTH - 1 : 0] Data_out_FC_5  ,
output [DATA_WIDTH - 1 : 0] Data_out_FC_6  ,
output [DATA_WIDTH - 1 : 0] Data_out_FC_7  ,
output [DATA_WIDTH - 1 : 0] Data_out_FC_8  ,
output [DATA_WIDTH - 1 : 0] Data_out_FC_9  ,
output [DATA_WIDTH - 1 : 0] Data_out_FC_10 
  );
Reg_Accmulator #(.DATA_WIDTH(DATA_WIDTH), .ARITH_TYPE(ARITH_TYPE)) R_ACC1_out(.clk(clk),.reset(reset),. data_in_from_previous(Data_in_1 ),.data_bias(data_bias_1),.bias_sel(bias_sel),.Enable(enable_write | bias_sel),.reg_accu_data_out(Data_out_FC_1 ));
Reg_Accmulator #(.DATA_WIDTH(DATA_WIDTH), .ARITH_TYPE(ARITH_TYPE)) R_ACC2_out(.clk(clk),.reset(reset),. data_in_from_previous(Data_in_2 ),.data_bias(data_bias_2),.bias_sel(bias_sel),.Enable(enable_write | bias_sel),.reg_accu_data_out(Data_out_FC_2 ));
Reg_Accmulator #(.DATA_WIDTH(DATA_WIDTH), .ARITH_TYPE(ARITH_TYPE)) R_ACC3_out(.clk(clk),.reset(reset),. data_in_from_previous(Data_in_3 ),.data_bias(data_bias_3),.bias_sel(bias_sel),.Enable(enable_write | bias_sel),.reg_accu_data_out(Data_out_FC_3 ));
Reg_Accmulator #(.DATA_WIDTH(DATA_WIDTH), .ARITH_TYPE(ARITH_TYPE)) R_ACC4_out(.clk(clk),.reset(reset),. data_in_from_previous(Data_in_4 ),.data_bias(data_bias_4),.bias_sel(bias_sel),.Enable(enable_write | bias_sel),.reg_accu_data_out(Data_out_FC_4 ));
Reg_Accmulator #(.DATA_WIDTH(DATA_WIDTH), .ARITH_TYPE(ARITH_TYPE)) R_ACC5_out(.clk(clk),.reset(reset),. data_in_from_previous(Data_in_5 ),.data_bias(data_bias_5),.bias_sel(bias_sel),.Enable(enable_write | bias_sel),.reg_accu_data_out(Data_out_FC_5 ));
Reg_Accmulator #(.DATA_WIDTH(DATA_WIDTH), .ARITH_TYPE(ARITH_TYPE)) R_ACC6_out(.clk(clk),.reset(reset),. data_in_from_previous(Data_in_6 ),.data_bias(data_bias_6),.bias_sel(bias_sel),.Enable(enable_write | bias_sel),.reg_accu_data_out(Data_out_FC_6 ));
Reg_Accmulator #(.DATA_WIDTH(DATA_WIDTH), .ARITH_TYPE(ARITH_TYPE)) R_ACC7_out(.clk(clk),.reset(reset),. data_in_from_previous(Data_in_7 ),.data_bias(data_bias_7),.bias_sel(bias_sel),.Enable(enable_write | bias_sel),.reg_accu_data_out(Data_out_FC_7 ));
Reg_Accmulator #(.DATA_WIDTH(DATA_WIDTH), .ARITH_TYPE(ARITH_TYPE)) R_ACC8_out(.clk(clk),.reset(reset),. data_in_from_previous(Data_in_8 ),.data_bias(data_bias_8),.bias_sel(bias_sel),.Enable(enable_write | bias_sel),.reg_accu_data_out(Data_out_FC_8 ));
Reg_Accmulator #(.DATA_WIDTH(DATA_WIDTH), .ARITH_TYPE(ARITH_TYPE)) R_ACC9_out(.clk(clk),.reset(reset),. data_in_from_previous(Data_in_9 ),.data_bias(data_bias_9),.bias_sel(bias_sel),.Enable(enable_write | bias_sel),.reg_accu_data_out(Data_out_FC_9 ));
Reg_Accmulator #(.DATA_WIDTH(DATA_WIDTH), .ARITH_TYPE(ARITH_TYPE)) R_ACC10_out(.clk(clk),.reset(reset),.data_in_from_previous(Data_in_10),.data_bias(data_bias_10),.bias_sel(bias_sel),.Enable(enable_write | bias_sel),.reg_accu_data_out(Data_out_FC_10));
endmodule
`timescale 1ns / 1ps
module fixed_point_adder #(parameter DATA_WIDTH = 16 , INTEGER = 6, FRACTION = 10 )
    (
    input [DATA_WIDTH-1:0] FP_in1,
    input [DATA_WIDTH-1:0] FP_in2,
    output [DATA_WIDTH-1:0] FP_out
    );
	assign FP_out = FP_in1 + FP_in2;
endmodule
```
**./run.sh**
```bash
#!/bin/bash
# OpenROAD 26Q1-2900-gdf79404cd8, Yosys 0.63+post, stock flow scripts
make -C /OpenROAD-flow-scripts/flow DESIGN_CONFIG=/design/flow/config.mk WORK_HOME=/design/flow/orfs finish
```
==> impl_metrics.toml <==
# physical design summary
[worst_setup_path]
slowest_stage = "a2111oi_0"
path_cells = "clkdlybuf4s50_1 -> ha_1 -> fa_1 -> a21o_1 -> a21o_1 -> a2111oi_0 -> o31ai_1 -> a21o_1 -> a21oi_1 -> nor3_1 -> nand3b_1"
arrival_ns = 4.86
cp_data_required_time_ns = 9.87
cp_max_fo = 3
rr_endpoint = "R_ACC6_out.reg_accu_data_out[14]"
endpoint = "R_ACC6_out.reg_accu_data_out[14]"
startpoint = "Data_in_6[0]"
max_stage_delay_ns = 0.65
crit_path_end_kind = "flip-flop"
reg2reg_from = "R_ACC6_out.reg_accu_data_out[0]"
reg2reg_depth = 10
critical_path_class = "input port to flip-flop"
crit_path_start_kind = "input port"
crit_top_cell = "a21o_1"
r2r_slack_ns = 6.45

[global_routing]
grt_max_degree = 102
grt_util_met3_pct = 5.275
gr-total-overflow = 0
antenna_found_initial = 7
grt_pass1_vias = 13497
busiest_layer = "met2"
grt_pass1_wl_um = 76430
met1_usage_pct = 29.75
grt_use_total_pct = 21.65
gr-usage-met2_pct = 33.94

[status]
outcome = "finished, final reports clean"

[power_and_ir_drop]
max-vdd-ir-drop_v = 0.00009695
cellLeakagePower_nw = 8.610
p_per_area_nw_per_um2 = 164.6

[final_timing]
whs_ns = 0.5426
slew_violations = 0
slew_headroom_pct = 42.96
tightest_slew_ns = 0.8536
timing.final.crit_period_ns = 4.492
hold_viol = 0
finClkSkew_ns = 0.01046
finalSetupViolCount = 0
max_freq_ghz = 0.2226
tns_ns = 0
rsz0062_at_grt = "false"
min_period_over_period_pct = 47.29

[final_layout]
syn_to_final_growth_pct = 44.89
layout_top_cell = "clkdlybuf4s50_1"
postLayoutCellArea_um2 = 19580
layout-drive-gt1-share_pct = 2.707
mostFrequentLayoutCells = "clkdlybuf4s50_1 (481), o21ai_0 (175), a21oi_1 (173)"

[synthesis]
yosysWarnings = 1
syn-cell-area_um2 = 13510
synthArstFlopShare_pct = 100.0
synth.largest_area_cell = "dfrtp_1"
top_cell_area_share_pct = 29.63
yosysChipArea_um2 = 13510
flop_cell = "dfrtp_1"
syn_inst = 1573
topCellsByArea = "dfrtp_1 (30%), ha_1 (14%), o21ai_0 (6.5%)"
yosysUniqueCellTypes = 65
ys_cells = 1573
yosys.stat.seqShare_pct = 29.63
ys.flops = 160
avgSynthCellArea_um2 = 8.591
synth-edff-count = 0

[clock_tree]
cts_tree = "yes"
post-cts-setup-buffers = 0
cts.sinks = 160
clock_latency_ns = 0.49
cts-root-buf = "clkbuf_16"
cts_resized = 0
cts_buffer_depth = 2
h-tree-depth = 4
numCtsBuffers = 17
ctsHoldBuffers = 0
path_clk_slew_ns = 0.07

[routing]
drt-total-wl_um = 48730
wl_per_cell_um = 18.53
first_iter_violations = 565
drt_pass1_iterations = 4
vias = 13507
drcViolationCount = 0
ant_nets = 0
routed_via_density = 5.136

[floorplan]
die_w_um = 214.2
die_y_um = 214.2
rows = 77
core-area_um2 = 44320
die_area_um2 = 45900
ios = 484
fp_util_pct = 30.49

[place]
hpwl_um = 37030
buffer_ports.inserted = 483
gp_congestion = 0.9467
placed_cell_area_um2 = 18950

[flow_run]
cap_violations = 0
tool_warnings = 27

[min_path]
hold_path_class = "flip-flop to flip-flop"
min_path_cells = 1
## cell usage after synthesis, drive strengths merged (3+ instances only)
cell type	count
a21o	69
nor4	4
nand3b	4
or4	4
a221o	3
mux2i	80
inv	29
o21ai	177
nor3	27
xnor2	76
a2bb2oi	18
nor2b	7
o21a	12
xor2	37
a22oi	10
o21bai	17
a31oi	10
a221oi	5
and2	6
nand2b	6
a311oi	3
nor3b	3
clkbuf	51
a2111oi	7
dfrtp	160
nand2	169
nand3	22
and3	26
fa	10
o31ai	8
nand4	6
a21oi	173
ha	150
a211o	4
o211ai	7
or2	5
o221ai	3
or3	10
nor2	93
a211oi	18
a41oi	5
buf	15
## cell families after synthesis
kind of cell | share of synthesized area (%)
AND-OR/OR-AND | 25.91
XOR/XNOR | 7.323
adder cells (fa/ha/maj) | 15.37
buffers and inverters | 2.666
flip-flops | 29.63
multiplexers | 6.009
AND/OR/NAND/NOR | 13.10
## final cells by class
class / count / area, um2
antenna: 6 / 15.01
clock inverter: 7 / 160.2
inverter: 30 / 120.1
fill: 4271 / 24740
multi-input combinational: 1317 / 9150
tap: 592 / 740.7
clock buffer: 22 / 454.2
sequential: 160 / 4004
timing repair buffer: 496 / 4937
## worst max-delay path, delay by kind of cell
| family | cells | cell delay, ns |
|---|---|---|
| buffers and inverters | 1 | 0.40 |
| AOI/OAI and AO/OA | 6 | 1.68 |
| adders and majority gates | 2 | 0.66 |
| and+or+nand+nor | 2 | 0.21 |
## per-stage QoR
| step | setup WS (ns) | power, mW | instances | util [%] |
|---|---|---|---|---|
| after floorplan | 3.280 | 1.827 | 1573 | - |
| after CTS | 5.075 | 3.268 | 2624 | 44.15 |
| after global placement | 4.544 | 2.438 | 2595 | 42.76 |
| after global routing | 4.822 | 3.477 | 2630 | 44.18 |
| final | 5.008 | 3.222 | 2630 | 44.18 |
| after detailed placement | 4.537 | 2.446 | 2595 | 42.76 |
## layer usage
metal | share of wire (%) | up-vias
met2 | 46 | 368
li1 | - | 6699
met5 | 0.021 | -
met1 | 44 | 6365
met4 | 3.3 | 2
met3 | 6.1 | 73
## how the worst min path moves through the flow
| stage | from | end | slack [ns] |
|---|---|---|---|
| 4_1_cts | R_ACC3_out.reg_accu_data_out[14] | R_ACC3_out.reg_accu_data_out[14] | 0.55 |
| 5_1_grt | R_ACC3_out.reg_accu_data_out[14] | R_ACC3_out.reg_accu_data_out[14] | 0.58 |
| 6_report | R_ACC3_out.reg_accu_data_out[14] | R_ACC3_out.reg_accu_data_out[14] | 0.54 |
## power breakdown
part           total (mW)  switching (mW)  internal (mW)
logic                1.53           0.702          0.831
registers           0.908           0.110          0.798
clock network       0.782           0.314          0.467
No activity file was given, so power comes from the tool's default toggle rates.
