**design.v**
```verilog
`timescale 1ns / 1ps
module Memory_Control #(parameter DATA_WIDTH = 32,
                        ADDRESS_BUS  = 22,
                        ADDRESS_BITS = 15,
                        ENABLE_BITS  = 7,
                        IFM_SIZE     = 32)
    (
    input clk,
    input [DATA_WIDTH-1:0] riscv_data_bus,
    input [ADDRESS_BUS-1:0] riscv_address_bus,
    input initialization_done, 
    output conva1_start,
    output [3-1:0] conva1_ifm_enable_write,
    output [3-1:0] conva1_wm_enable_write,
    output [3-1:0] convb_wm_enable_write,
    output [3-1:0] conva2_wm_enable_write,
    output [84-1:0] fc1_wm_enable_write,
    output [10-1:0] fc2_wm_enable_write,
    output conva1_bm_enable_write,
    output [3-1:0] convb_bm_enable_write,
    output conva2_bm_enable_write,
    output fc1_bm_enable_write,
    output fc2_bm_enable_write,
    output [DATA_WIDTH-1:0] riscv_data,
    output [ADDRESS_BITS-1:0] riscv_address
    );
    reg [113-1:0] enable_write;
    wire [ENABLE_BITS-1:0] address_enable_bits;
    assign riscv_data          = riscv_data_bus;
    assign riscv_address       = riscv_address_bus[ADDRESS_BITS-1:0];
    assign address_enable_bits = riscv_address_bus[ADDRESS_BUS-1 : ADDRESS_BUS-ENABLE_BITS];
 assign    conva1_start = initialization_done;
    always @*
    begin
        case(address_enable_bits)
            7'd1  : begin enable_write = 113'b00000000000000000000000000000000000000000000000000000000000000000000000000000000000000000000000000000000000000001;end
            7'd2  : begin enable_write = 113'b00000000000000000000000000000000000000000000000000000000000000000000000000000000000000000000000000000000000000010;end
            7'd3  : begin enable_write = 113'b00000000000000000000000000000000000000000000000000000000000000000000000000000000000000000000000000000000000000100;end
            7'd4  : begin enable_write = 113'b00000000000000000000000000000000000000000000000000000000000000000000000000000000000000000000000000000000000001000;end
            7'd5  : begin enable_write = 113'b00000000000000000000000000000000000000000000000000000000000000000000000000000000000000000000000000000000000010000;end
            7'd6  : begin enable_write = 113'b00000000000000000000000000000000000000000000000000000000000000000000000000000000000000000000000000000000000100000;end
            7'd7  : begin enable_write = 113'b00000000000000000000000000000000000000000000000000000000000000000000000000000000000000000000000000000000001000000;end
            7'd8  : begin enable_write = 113'b00000000000000000000000000000000000000000000000000000000000000000000000000000000000000000000000000000000010000000;end
            7'd9  : begin enable_write = 113'b00000000000000000000000000000000000000000000000000000000000000000000000000000000000000000000000000000000100000000;end
            7'd10 : begin enable_write = 113'b00000000000000000000000000000000000000000000000000000000000000000000000000000000000000000000000000000001000000000;end
            7'd11 : begin enable_write = 113'b00000000000000000000000000000000000000000000000000000000000000000000000000000000000000000000000000000010000000000;end
            7'd12 : begin enable_write = 113'b00000000000000000000000000000000000000000000000000000000000000000000000000000000000000000000000000000100000000000;end
            7'd13 : begin enable_write = 113'b00000000000000000000000000000000000000000000000000000000000000000000000000000000000000000000000000001000000000000;end
            7'd14 : begin enable_write = 113'b00000000000000000000000000000000000000000000000000000000000000000000000000000000000000000000000000010000000000000;end
            7'd15 : begin enable_write = 113'b00000000000000000000000000000000000000000000000000000000000000000000000000000000000000000000000000100000000000000;end
            7'd16 : begin enable_write = 113'b00000000000000000000000000000000000000000000000000000000000000000000000000000000000000000000000001000000000000000;end
            7'd17 : begin enable_write = 113'b00000000000000000000000000000000000000000000000000000000000000000000000000000000000000000000000010000000000000000;end
            7'd18 : begin enable_write = 113'b00000000000000000000000000000000000000000000000000000000000000000000000000000000000000000000000100000000000000000;end
            7'd19 : begin enable_write = 113'b00000000000000000000000000000000000000000000000000000000000000000000000000000000000000000000001000000000000000000;end
            7'd20 : begin enable_write = 113'b00000000000000000000000000000000000000000000000000000000000000000000000000000000000000000000010000000000000000000;end
            7'd21 : begin enable_write = 113'b00000000000000000000000000000000000000000000000000000000000000000000000000000000000000000000100000000000000000000;end
            7'd22 : begin enable_write = 113'b00000000000000000000000000000000000000000000000000000000000000000000000000000000000000000001000000000000000000000;end
            7'd23 : begin enable_write = 113'b00000000000000000000000000000000000000000000000000000000000000000000000000000000000000000010000000000000000000000;end
            7'd24 : begin enable_write = 113'b00000000000000000000000000000000000000000000000000000000000000000000000000000000000000000100000000000000000000000;end
            7'd25 : begin enable_write = 113'b00000000000000000000000000000000000000000000000000000000000000000000000000000000000000001000000000000000000000000;end 
            7'd26 : begin enable_write = 113'b00000000000000000000000000000000000000000000000000000000000000000000000000000000000000010000000000000000000000000;end
            7'd27 : begin enable_write = 113'b00000000000000000000000000000000000000000000000000000000000000000000000000000000000000100000000000000000000000000;end
            7'd28 : begin enable_write = 113'b00000000000000000000000000000000000000000000000000000000000000000000000000000000000001000000000000000000000000000;end
            7'd29 : begin enable_write = 113'b00000000000000000000000000000000000000000000000000000000000000000000000000000000000010000000000000000000000000000;end
            7'd30 : begin enable_write = 113'b00000000000000000000000000000000000000000000000000000000000000000000000000000000000100000000000000000000000000000;end
            7'd31 : begin enable_write = 113'b00000000000000000000000000000000000000000000000000000000000000000000000000000000001000000000000000000000000000000;end
            7'd32 : begin enable_write = 113'b00000000000000000000000000000000000000000000000000000000000000000000000000000000010000000000000000000000000000000;end
            7'd33 : begin enable_write = 113'b00000000000000000000000000000000000000000000000000000000000000000000000000000000100000000000000000000000000000000;end
            7'd34 : begin enable_write = 113'b00000000000000000000000000000000000000000000000000000000000000000000000000000001000000000000000000000000000000000;end
            7'd35 : begin enable_write = 113'b00000000000000000000000000000000000000000000000000000000000000000000000000000010000000000000000000000000000000000;end
            7'd36 : begin enable_write = 113'b00000000000000000000000000000000000000000000000000000000000000000000000000000100000000000000000000000000000000000;end
            7'd37 : begin enable_write = 113'b00000000000000000000000000000000000000000000000000000000000000000000000000001000000000000000000000000000000000000;end
            7'd38 : begin enable_write = 113'b00000000000000000000000000000000000000000000000000000000000000000000000000010000000000000000000000000000000000000;end
            7'd39 : begin enable_write = 113'b00000000000000000000000000000000000000000000000000000000000000000000000000100000000000000000000000000000000000000;end
            7'd40 : begin enable_write = 113'b00000000000000000000000000000000000000000000000000000000000000000000000001000000000000000000000000000000000000000;end
            7'd41 : begin enable_write = 113'b00000000000000000000000000000000000000000000000000000000000000000000000010000000000000000000000000000000000000000;end
            7'd42 : begin enable_write = 113'b00000000000000000000000000000000000000000000000000000000000000000000000100000000000000000000000000000000000000000;end
            7'd43 : begin enable_write = 113'b00000000000000000000000000000000000000000000000000000000000000000000001000000000000000000000000000000000000000000;end
            7'd44 : begin enable_write = 113'b00000000000000000000000000000000000000000000000000000000000000000000010000000000000000000000000000000000000000000;end
            7'd45 : begin enable_write = 113'b00000000000000000000000000000000000000000000000000000000000000000000100000000000000000000000000000000000000000000;end
            7'd46 : begin enable_write = 113'b00000000000000000000000000000000000000000000000000000000000000000001000000000000000000000000000000000000000000000;end
            7'd47 : begin enable_write = 113'b00000000000000000000000000000000000000000000000000000000000000000010000000000000000000000000000000000000000000000;end
            7'd48 : begin enable_write = 113'b00000000000000000000000000000000000000000000000000000000000000000100000000000000000000000000000000000000000000000;end
            7'd49 : begin enable_write = 113'b00000000000000000000000000000000000000000000000000000000000000001000000000000000000000000000000000000000000000000;end
            7'd50 : begin enable_write = 113'b00000000000000000000000000000000000000000000000000000000000000010000000000000000000000000000000000000000000000000;end 
            7'd51 : begin enable_write = 113'b00000000000000000000000000000000000000000000000000000000000000100000000000000000000000000000000000000000000000000;end
            7'd52 : begin enable_write = 113'b00000000000000000000000000000000000000000000000000000000000001000000000000000000000000000000000000000000000000000;end                    
            7'd53 : begin enable_write = 113'b00000000000000000000000000000000000000000000000000000000000010000000000000000000000000000000000000000000000000000;end                
            7'd54 : begin enable_write = 113'b00000000000000000000000000000000000000000000000000000000000100000000000000000000000000000000000000000000000000000;end                                             
            7'd55 : begin enable_write = 113'b00000000000000000000000000000000000000000000000000000000001000000000000000000000000000000000000000000000000000000;end
            7'd56 : begin enable_write = 113'b00000000000000000000000000000000000000000000000000000000010000000000000000000000000000000000000000000000000000000;end
            7'd57 : begin enable_write = 113'b00000000000000000000000000000000000000000000000000000000100000000000000000000000000000000000000000000000000000000;end
            7'd58 : begin enable_write = 113'b00000000000000000000000000000000000000000000000000000001000000000000000000000000000000000000000000000000000000000;end
            7'd59 : begin enable_write = 113'b00000000000000000000000000000000000000000000000000000010000000000000000000000000000000000000000000000000000000000;end
            7'd60 : begin enable_write = 113'b00000000000000000000000000000000000000000000000000000100000000000000000000000000000000000000000000000000000000000;end
            7'd61 : begin enable_write = 113'b00000000000000000000000000000000000000000000000000001000000000000000000000000000000000000000000000000000000000000;end
            7'd62 : begin enable_write = 113'b00000000000000000000000000000000000000000000000000010000000000000000000000000000000000000000000000000000000000000;end
            7'd63 : begin enable_write = 113'b00000000000000000000000000000000000000000000000000100000000000000000000000000000000000000000000000000000000000000;end
            7'd64 : begin enable_write = 113'b00000000000000000000000000000000000000000000000001000000000000000000000000000000000000000000000000000000000000000;end
            7'd65 : begin enable_write = 113'b00000000000000000000000000000000000000000000000010000000000000000000000000000000000000000000000000000000000000000;end
            7'd66 : begin enable_write = 113'b00000000000000000000000000000000000000000000000100000000000000000000000000000000000000000000000000000000000000000;end
            7'd67 : begin enable_write = 113'b00000000000000000000000000000000000000000000001000000000000000000000000000000000000000000000000000000000000000000;end
            7'd68 : begin enable_write = 113'b00000000000000000000000000000000000000000000010000000000000000000000000000000000000000000000000000000000000000000;end
            7'd69 : begin enable_write = 113'b00000000000000000000000000000000000000000000100000000000000000000000000000000000000000000000000000000000000000000;end
            7'd70 : begin enable_write = 113'b00000000000000000000000000000000000000000001000000000000000000000000000000000000000000000000000000000000000000000;end
            7'd71 : begin enable_write = 113'b00000000000000000000000000000000000000000010000000000000000000000000000000000000000000000000000000000000000000000;end
            7'd72 : begin enable_write = 113'b00000000000000000000000000000000000000000100000000000000000000000000000000000000000000000000000000000000000000000;end
            7'd73 : begin enable_write = 113'b00000000000000000000000000000000000000001000000000000000000000000000000000000000000000000000000000000000000000000;end
            7'd74 : begin enable_write = 113'b00000000000000000000000000000000000000010000000000000000000000000000000000000000000000000000000000000000000000000;end
            7'd75 : begin enable_write = 113'b00000000000000000000000000000000000000100000000000000000000000000000000000000000000000000000000000000000000000000;end            
            7'd76 : begin enable_write = 113'b00000000000000000000000000000000000001000000000000000000000000000000000000000000000000000000000000000000000000000;end  
            7'd77 : begin enable_write = 113'b00000000000000000000000000000000000010000000000000000000000000000000000000000000000000000000000000000000000000000;end
            7'd78 : begin enable_write = 113'b00000000000000000000000000000000000100000000000000000000000000000000000000000000000000000000000000000000000000000;end
            7'd79 : begin enable_write = 113'b00000000000000000000000000000000001000000000000000000000000000000000000000000000000000000000000000000000000000000;end
            7'd80 : begin enable_write = 113'b00000000000000000000000000000000010000000000000000000000000000000000000000000000000000000000000000000000000000000;end
            7'd81 : begin enable_write = 113'b00000000000000000000000000000000100000000000000000000000000000000000000000000000000000000000000000000000000000000;end
            7'd82 : begin enable_write = 113'b00000000000000000000000000000001000000000000000000000000000000000000000000000000000000000000000000000000000000000;end
            7'd83 : begin enable_write = 113'b00000000000000000000000000000010000000000000000000000000000000000000000000000000000000000000000000000000000000000;end
            7'd84 : begin enable_write = 113'b00000000000000000000000000000100000000000000000000000000000000000000000000000000000000000000000000000000000000000;end
            7'd85 : begin enable_write = 113'b00000000000000000000000000001000000000000000000000000000000000000000000000000000000000000000000000000000000000000;end
            7'd86 : begin enable_write = 113'b00000000000000000000000000010000000000000000000000000000000000000000000000000000000000000000000000000000000000000;end
            7'd87 : begin enable_write = 113'b00000000000000000000000000100000000000000000000000000000000000000000000000000000000000000000000000000000000000000;end
            7'd88 : begin enable_write = 113'b00000000000000000000000001000000000000000000000000000000000000000000000000000000000000000000000000000000000000000;end
            7'd89 : begin enable_write = 113'b00000000000000000000000010000000000000000000000000000000000000000000000000000000000000000000000000000000000000000;end
            7'd90 : begin enable_write = 113'b00000000000000000000000100000000000000000000000000000000000000000000000000000000000000000000000000000000000000000;end
            7'd91 : begin enable_write = 113'b00000000000000000000001000000000000000000000000000000000000000000000000000000000000000000000000000000000000000000;end
            7'd92 : begin enable_write = 113'b00000000000000000000010000000000000000000000000000000000000000000000000000000000000000000000000000000000000000000;end
            7'd93 : begin enable_write = 113'b00000000000000000000100000000000000000000000000000000000000000000000000000000000000000000000000000000000000000000;end
            7'd94 : begin enable_write = 113'b00000000000000000001000000000000000000000000000000000000000000000000000000000000000000000000000000000000000000000;end
            7'd95 : begin enable_write = 113'b00000000000000000010000000000000000000000000000000000000000000000000000000000000000000000000000000000000000000000;end
            7'd96 : begin enable_write = 113'b00000000000000000100000000000000000000000000000000000000000000000000000000000000000000000000000000000000000000000;end
            7'd97 : begin enable_write = 113'b00000000000000001000000000000000000000000000000000000000000000000000000000000000000000000000000000000000000000000;end
            7'd98 : begin enable_write = 113'b00000000000000010000000000000000000000000000000000000000000000000000000000000000000000000000000000000000000000000;end
            7'd99 : begin enable_write = 113'b00000000000000100000000000000000000000000000000000000000000000000000000000000000000000000000000000000000000000000;end
            7'd100: begin enable_write = 113'b00000000000001000000000000000000000000000000000000000000000000000000000000000000000000000000000000000000000000000;end
            7'd101 : begin enable_write= 113'b00000000000010000000000000000000000000000000000000000000000000000000000000000000000000000000000000000000000000000;end
            7'd102 : begin enable_write= 113'b00000000000100000000000000000000000000000000000000000000000000000000000000000000000000000000000000000000000000000;end
            7'd103 : begin enable_write= 113'b00000000001000000000000000000000000000000000000000000000000000000000000000000000000000000000000000000000000000000;end
            7'd104 : begin enable_write= 113'b00000000010000000000000000000000000000000000000000000000000000000000000000000000000000000000000000000000000000000;end
            7'd105 : begin enable_write= 113'b00000000100000000000000000000000000000000000000000000000000000000000000000000000000000000000000000000000000000000;end
            7'd106 : begin enable_write= 113'b00000001000000000000000000000000000000000000000000000000000000000000000000000000000000000000000000000000000000000;end
            7'd107 : begin enable_write= 113'b00000010000000000000000000000000000000000000000000000000000000000000000000000000000000000000000000000000000000000;end
            7'd108 : begin enable_write= 113'b00000100000000000000000000000000000000000000000000000000000000000000000000000000000000000000000000000000000000000;end                               
            7'd109 : begin enable_write= 113'b00001000000000000000000000000000000000000000000000000000000000000000000000000000000000000000000000000000000000000;end
            7'd110 : begin enable_write= 113'b00010000000000000000000000000000000000000000000000000000000000000000000000000000000000000000000000000000000000000;end
            7'd111 : begin enable_write= 113'b00100000000000000000000000000000000000000000000000000000000000000000000000000000000000000000000000000000000000000;end 
            7'd112 : begin enable_write= 113'b01000000000000000000000000000000000000000000000000000000000000000000000000000000000000000000000000000000000000000;end
            7'd113 : begin enable_write= 113'b10000000000000000000000000000000000000000000000000000000000000000000000000000000000000000000000000000000000000000;end
           default : begin enable_write =113'b00000000000000000000000000000000000000000000000000000000000000000000000000000000000000000000000000000000000000000;end
        endcase                               
    end                                       
    assign conva1_ifm_enable_write = enable_write[112:110]; 
    assign conva1_wm_enable_write  = enable_write[2:0];
    assign convb_wm_enable_write   = enable_write[5:3];
    assign conva2_wm_enable_write  = enable_write[8:6];
    assign fc1_wm_enable_write     = enable_write[92:9];
    assign fc2_wm_enable_write     = enable_write[102:93];
    assign conva1_bm_enable_write  = enable_write[103];
    assign convb_bm_enable_write   = enable_write[106:104];
    assign conva2_bm_enable_write  = enable_write[107];
    assign fc1_bm_enable_write     = enable_write[108];
    assign fc2_bm_enable_write     = enable_write[109];
endmodule
```
**run.sh**
```bash
#!/bin/bash
# OpenROAD 26Q1-2900-gdf79404cd8, Yosys 0.63+post, stock flow scripts
make -C /OpenROAD-flow-scripts/flow DESIGN_CONFIG=/design/flow/config.mk WORK_HOME=/design/flow/orfs finish
```
**config.mk**
```make
export PLATFORM = sky130hd
export DESIGN_NAME = Memory_Control
export DESIGN_NICKNAME = Memory_Control
export VERILOG_FILES = /design/flow/design.v
export SDC_FILE = /design/flow/constraint.sdc
export NUM_CORES = 4
export LEC_CHECK = 1
export CORE_AREA = 10 10 92 92
export DIE_AREA = 0 0 102 102
export SYNTH_MEMORY_MAX_BITS = 65536
```
**constraint.sdc**
```tcl
current_design Memory_Control

set clk_period 3.3
set clk_io_pct 0.2

create_clock -name clk0 -period $clk_period

set non_clock_inputs [all_inputs -no_clocks]
set_input_delay [expr $clk_period * $clk_io_pct] -clock clk0 $non_clock_inputs
set_output_delay [expr $clk_period * $clk_io_pct] -clock clk0 [all_outputs]
```
==> flow_summary.toml <==
# synthesis and place-and-route metrics
[run_status]
status = "complete, no violations"

[cells_and_area]
syn_to_final_growth_pct = 82.9
regArea_um2 = 0
lay_top_count = "clkdlybuf4s50_1"
most-common-layout-cells = "clkdlybuf4s50_1 (120), nor2_1 (98), buf_4 (22), nor2_2 (15), nand4bb_1 (6)"
flop-count = 0
drive_gt1_frac = 0.140
clockBufferCount = 0

[floorplan]
io_pins = 217
dieHeight_um = 102
core-area_um2 = 6460
num_rows = 29
fp_util = 0.182
die_area_um2 = 10400
fp.dieW_um = 102

[synth]
ys_cells = 211
synth_warnings = 1
synthesis.instances = 211
postSynthSeqShare = 0
ys_types = 16
yosys_area_um2 = 1170
syn_area_per_cell_um2 = 5.57
synth_area_um2 = 1170
top_area_cell = "buf_4"
topCellsByArea = "buf_4 (31%), nor2_1 (31%), nor2_2 (8.0%)"
top_cell_area_share = 0.313

[worst_setup_path]
crit_start = "riscv_address_bus[20]"
worstPathMaxFanout = 8
critPathCaptureType = "primary output"
criticalPathCategory = "input pin to primary output"
startpoint_type = "input pin"
worstPathRequired_ns = 2.64
cp-endpoint = "fc1_wm_enable_write[12]"
worstPathArrival_ns = 2.55

[timing]
fin_setup_tns_ns = 0
max_clock_freq_mhz = 312
slew_violations = 0
setup_viol = 0
rsz0062_at_grt = "no"
period_minus_slack_ns = 3.21
slew_headroom = 0.650
hold_ws_ns = 1.32
finalCritPeriodShare = 0.971
finalHoldViolCount = 0
worstMarginPinSlew_ns = 0.525

[detailed_routing]
vias = 1524
drc_errors = 0
viasPerCell = 4.28
diodes = 0
drtIter0Drc = 52
dr.pass1.iters = 4
antenna_left = 0
totalWireLength_um = 5900
wl_per_cell_um = 16.6

[placed_design]
hpwl_um = 4920
gp_congestion = 0.724
io_buffers = 120

[pwr]
fin_total_pwr_mw = 0.0918
ir_worst_vdd_mv = 0.0382
power_density_nw_per_um2 = 42.7
leakagePower_nw = 0.648

[min_path]
hp-start = "initialization_done"
hold_path.class = "input pin to primary output"

[grt]
grt_max_degree = 16
grt_pass1_vias = 1504
grt_pass1_wl_um = 8490
grt_usage = 0.102
antenna_found_initial = 0
grt_overflow_total = 0

[clock_tree]
ctsHoldBuffers = 0

[run]
max_cap_viol_count = 0
warnings = 33
-- layer usage --
layer | vias up | GRT usage | wire length [um]
met4 | 0 | 0.0119 | 53
met2 | 71 | 0.193 | 3140
met1 | 704 | 0.108 | 2090
met5 | - | 0 | 0
met3 | 12 | 0.0382 | 616
li1 | 737 | - | -
-- how the worst min path moves through the flow --
stage | end | slack [ns] | cells after the start
CTS | conva1_start | 1.32 | 0
global route | riscv_address[14] | 1.32 | 0
finish | conva1_start | 1.32 | 0
-- kinds of logic (layout without fill, tap and decap cells) --
| kind of cell | after synthesis | in the layout | share of synthesized area |
|---|---|---|---|
| buffers and inverters | 74 | 142 | 0.420 |
| and+or+nand+nor | 137 | 137 | 0.580 |
-- synth_stat cells --
| library cell | n |
|---|---|
| nor2_2 | 15 |
| or4b_1 | 4 |
| nand4_1 | 1 |
| or3b_1 | 3 |
| clkbuf_1 | 12 |
| nand3b_1 | 3 |
| buf_4 | 49 |
| buf_6 | 3 |
| nand4b_1 | 4 |
| or3_1 | 1 |
| buf_2 | 7 |
| nand4bb_1 | 6 |
| nor2_1 | 98 |
| nand3_1 | 1 |
| or4_4 | 1 |
| buf_1 | 3 |
-- final cells by class --
type | count | area (um^2)
fill | 677 | 4310
timing repair buffer | 142 | 1370
multi-input combinational | 137 | 686
tap | 77 | 96.3
-- worst max-delay path, cell delays in order --
cell,delay (ns)
clkdlybuf4s50_1,0.51
or4b_1,0.73
nor2_1,0.15
clkdlybuf4s50_1,0.49
-- power by group --
group | switching (mW) | total, mW | internal (mW) | leakage, nW
clock network | 0 | 0 | 0 | 0
registers | 0 | 0 | 0 | 0
logic | 0.0488 | 0.0918 | 0.0429 | 0.648
-- through the flow --
step,util,worst slack (ns),std cells,area [um^2]
after global routing,0.333,0.00270,356,2150
after floorplan,-,1.14,211,1170
after detailed placement,0.331,0.0893,355,2140
final,0.333,0.0945,356,2150
after CTS,0.331,0.0894,355,2140
after global placement,0.331,0.117,355,2140
-- timing repair --
action / 4_1_cts / 5_1_grt
setup buffers: 0 / 1
setup endpoints to repair: 0 / 3
gates resized: 0 / 1
Power and IR drop assume default switching activity.
