### flow/design.v
`timescale 1ns / 1ps
module floating_point_adder #(parameter DATA_WIDTH = 32 , E=8, M=23 )
    (
    input [DATA_WIDTH-1:0] FP_in1,
    input [DATA_WIDTH-1:0] FP_in2,
    output [DATA_WIDTH-1:0] FP_out
    );
    wire sign1,sign2,signOUT;
    wire [E-1:0] Exponent1,Exponent2,ExponentOUT;
    wire [M-1:0] Mantissa1,Mantissa2,MantissaOUT; 
    wire [M:0] MantissaUnNORMALIZED1;
    wire [M:0] MantissaUnNORMALIZED2;
    wire [2*M+1:0] MantissaUnNORMALIZED1SHIFTED;
    wire [2*M+1:0] MantissaUnNORMALIZED2SHIFTED;
    wire [2*M+1:0] MantissaUnNORMALIZEDOut;
    wire [E-1:0] Difference;
    wire [E-1:0] LargerExponent;
    wire N1_larger;
    assign sign1 = FP_in1[DATA_WIDTH-1];
    assign sign2 = FP_in2[DATA_WIDTH-1];
    assign Exponent1 = FP_in1[DATA_WIDTH-2:DATA_WIDTH-E-1];
    assign Exponent2 = FP_in2[DATA_WIDTH-2:DATA_WIDTH-E-1];
    assign Mantissa1 = FP_in1[M-1:0];
    assign Mantissa2 = FP_in2[M-1:0];
    assign MantissaUnNORMALIZED1 = {1'b1 , FP_in1[M-1:0]};
    assign MantissaUnNORMALIZED2 = {1'b1 , FP_in2[M-1:0]};
    assign LargerExponent = (Exponent1 > Exponent2) ? Exponent1 : Exponent2;
    assign N1_larger =    (Exponent1 > Exponent2)        ? 1'b1  :
        ((Exponent1 == Exponent2) && (MantissaUnNORMALIZED1 > MantissaUnNORMALIZED2)) ? 1'b1 : 1'b0;
    assign Difference = (Exponent1 < Exponent2) ? (Exponent2 - Exponent1) :  (Exponent1 - Exponent2);
    assign MantissaUnNORMALIZED2SHIFTED = (N1_larger)? {1'b0, MantissaUnNORMALIZED2, 23'b0} >> Difference : {1'b0, MantissaUnNORMALIZED2, 23'b0};
    assign MantissaUnNORMALIZED1SHIFTED = (~N1_larger)? {1'b0, MantissaUnNORMALIZED1, 23'b0} >> Difference : {1'b0, MantissaUnNORMALIZED1, 23'b0};
    assign MantissaUnNORMALIZEDOut = ((sign1^sign2) &  N1_larger) ? MantissaUnNORMALIZED1SHIFTED - MantissaUnNORMALIZED2SHIFTED :
        ((sign1^sign2) & ~N1_larger) ? MantissaUnNORMALIZED2SHIFTED - MantissaUnNORMALIZED1SHIFTED :
        MantissaUnNORMALIZED1SHIFTED + MantissaUnNORMALIZED2SHIFTED;
    wire [7:0]  shft_amt;
    assign shft_amt = MantissaUnNORMALIZEDOut[47] ? 8'd0  : MantissaUnNORMALIZEDOut[46] ? 8'd1  :
                      MantissaUnNORMALIZEDOut[45] ? 8'd2  : MantissaUnNORMALIZEDOut[44] ? 8'd3  :
                      MantissaUnNORMALIZEDOut[43] ? 8'd4  : MantissaUnNORMALIZEDOut[42] ? 8'd5  :
                      MantissaUnNORMALIZEDOut[41] ? 8'd6  : MantissaUnNORMALIZEDOut[40] ? 8'd7  :
                      MantissaUnNORMALIZEDOut[39] ? 8'd8  : MantissaUnNORMALIZEDOut[38] ? 8'd9  :
                      MantissaUnNORMALIZEDOut[37] ? 8'd10 : MantissaUnNORMALIZEDOut[36] ? 8'd11 :
                      MantissaUnNORMALIZEDOut[35] ? 8'd12 : MantissaUnNORMALIZEDOut[34] ? 8'd13 :
                      MantissaUnNORMALIZEDOut[33] ? 8'd14 : MantissaUnNORMALIZEDOut[32] ? 8'd15 :
                      MantissaUnNORMALIZEDOut[31] ? 8'd16 : MantissaUnNORMALIZEDOut[30] ? 8'd17 :
                      MantissaUnNORMALIZEDOut[29] ? 8'd18 : MantissaUnNORMALIZEDOut[28] ? 8'd19 :
                      MantissaUnNORMALIZEDOut[27] ? 8'd20 : MantissaUnNORMALIZEDOut[26] ? 8'd21 :
                      MantissaUnNORMALIZEDOut[25] ? 8'd22 : MantissaUnNORMALIZEDOut[24] ? 8'd23 :
                      MantissaUnNORMALIZEDOut[23] ? 8'd24 : MantissaUnNORMALIZEDOut[22] ? 8'd25 :
                      MantissaUnNORMALIZEDOut[21] ? 8'd26 : MantissaUnNORMALIZEDOut[20] ? 8'd27 :
                      MantissaUnNORMALIZEDOut[19] ? 8'd28 : MantissaUnNORMALIZEDOut[18] ? 8'd29 :
                      MantissaUnNORMALIZEDOut[17] ? 8'd30 : MantissaUnNORMALIZEDOut[16] ? 8'd31 :
                      MantissaUnNORMALIZEDOut[15] ? 8'd32 : MantissaUnNORMALIZEDOut[14] ? 8'd33 :
                      MantissaUnNORMALIZEDOut[13] ? 8'd34 : MantissaUnNORMALIZEDOut[12] ? 8'd35 :
                      MantissaUnNORMALIZEDOut[11] ? 8'd36 : MantissaUnNORMALIZEDOut[10] ? 8'd37 :
                      MantissaUnNORMALIZEDOut[9]  ? 8'd38 : MantissaUnNORMALIZEDOut[8]  ? 8'd39 :
                      MantissaUnNORMALIZEDOut[7]  ? 8'd40 : MantissaUnNORMALIZEDOut[6]  ? 8'd41 :
                      MantissaUnNORMALIZEDOut[5]  ? 8'd42 : MantissaUnNORMALIZEDOut[4]  ? 8'd43 :
                      MantissaUnNORMALIZEDOut[3]  ? 8'd44 : MantissaUnNORMALIZEDOut[2]  ? 8'd45 :
                      MantissaUnNORMALIZEDOut[1]  ? 8'd46 : MantissaUnNORMALIZEDOut[0]  ? 8'd47 :
                                                    8'd48;
    wire [3*M+1:0] OutShifted;
    wire [M-1:0] LastOut;
    assign OutShifted = {MantissaUnNORMALIZEDOut, 23'b0} << (shft_amt+1);
    assign LastOut = OutShifted [3*M+1:2*M+2];
    wire [E-1:0] LastExpOut;
    assign LastExpOut = LargerExponent - shft_amt + 8'b1;
    assign signOUT = (N1_larger)? sign1 : sign2;
    assign FP_out = {signOUT, LastExpOut, LastOut};
endmodule
### flow/run.sh
#!/bin/bash
# OpenROAD 26Q1-2900-gdf79404cd8, Yosys 0.63+post, stock flow scripts
make -C /OpenROAD-flow-scripts/flow DESIGN_CONFIG=/design/flow/config.mk WORK_HOME=/design/flow/orfs finish
### flow/config.mk
export PLATFORM = sky130hd
export DESIGN_NAME = floating_point_adder
export DESIGN_NICKNAME = floating_point_adder
export VERILOG_FILES = /design/flow/design.v
export SDC_FILE = /design/flow/constraint.sdc
export NUM_CORES = 4
export LEC_CHECK = 1
export CORE_UTILIZATION = 40
### flow/constraint.sdc
current_design floating_point_adder

set clk_period 46.4
set clk_io_pct 0.2

create_clock -name clk0 -period $clk_period

set non_clock_inputs [all_inputs -no_clocks]
set_input_delay [expr $clk_period * $clk_io_pct] -clock clk0 $non_clock_inputs
set_output_delay [expr $clk_period * $clk_io_pct] -clock clk0 [all_outputs]
==> qor.csv <==
stage;metric;value;unit
synth;yosys cell count;2560;
sta;setup violation total in the final timing report;0;
sta;min Tclk post-route;35.08;ns
sta;Achievable Freq;28.5;MHz
power_and_ir_drop;leakage power;7.25;nW
synth;Synth top cell by count;nand2_1;
setup_path;Critical Path Sink Type;primary output;
global_route;largest net degree at the start of global routing;74;
power_and_ir_drop;PD cells;96.3;nW/µm²
place;PortBufs;96;
drt;via/cell ratio;6.87;
die;core area;39800;µm²
final_layout;Flop Count;0;
job;max-cap violations;0;
setup_path;CP arrival;25.80;ns
place;HPWL Detailed;65.8;mm
sta;post-layout period usage;75.6;%
setup_path;Critical Path Start Type;input pin;
sta;Least-Margin Pin Slew;1.14;ns
job;OpenROAD warnings;39;
clock_network;hold buffers post-CTS;0;
global_route;first-pass GRT wire length;122;mm
synth;cell accounting for the most synthesized area;ha_1;
drt;DRC errors left;0;
clock_network;post-CTS setup repair buffer count;0;
final_layout;Finished Core Util;44.6;%
setup_path;Required @ worst endpoint;37.12;ns
final_layout;Area Overhead vs Synth;9.59;%
synth;biggest area cells;ha_1, nand2_1, nor2_1, a21oi_1, o21ai_0;
setup_path;Most common cell on crit path;o21ai_0;
synth;Seq/Total Area, Yosys;0;%
drt;antenna-violating nets left;0;
global_route;Congestion Overflow GR;0;
setup_path;critical path class;in -> out;
drt;First DRT Iteration DRCs;2657;
synth;synthesized cell area;16200;µm²
synth;synthesized instance count;2560;
final_layout;share of layout cells above drive strength 1;7.98;%
clock_network;post-cts repair resize count;0;
sta;Final Max Slew Viols;0;
place;Final GP Congestion;1.09;
die;cell row count;73;
synth;Post-Syn Area per Cell;6.33;µm²
synth;yosys synthesis chip area;16200;µm²
drt;total wire length;81.6;mm
die;floorplan core density;40.7;%
sta;Rel. slew slack;23.3;%
status;outcome;completed;
synth;Yosys top cell area share;9.35;%
synth;Synth cell types;112;
sta;Final Hold Viols;0;
synth;Ys Warns;0;
synth;Synth top cells by count;nand2_1, nor2_1, a21oi_1, o21ai_0, ha_1;
final_layout;total area of sequential cells;0;µm²
setup_path;Top Family by Delay on Critical Path;AND-OR/OR-AND gates;
global_route;antenna violations before repair;1;
die;Die X;203;µm
setup_path;worst stage delay on the critical path;0.67;ns
die;num ports;96;
drt;DR pass1 iterations;8;
die;Die ar.;41300;µm²
drt;post-DR wirelength/cell;26.4;µm
sta;RSZ-0062 raised after global routing;false;
power_and_ir_drop;peak supply drop;0.0000380;V
global_route;total track usage;39.1;%
setup_path;crit-path max FO;69;
final_layout;# fillers;4187;
power_and_ir_drop;P_sw;1.08;mW
setup_path;Critical Path Slowest Stage Cell;nor4_1;
power_and_ir_drop;Pint;0.633;mW
setup_path;CP Buf/Inv Count;9;
drt;via count;21300;
sta;TNS Setup;0;ns
power_and_ir_drop;sw frac;63.0;%
final_layout;clock buffers;0;
global_route;vias in the first global route;19200;
min_path;Hold Crit Class;in -> out;
die;die height;203;µm
[routing by layer]
metal  up-vias  routed length [µm]  global-route usage [%]
met1      9961               34700                    55.5
met4         0                3660                    14.1
met5         -                   0                       0
met2      1294               35300                    60.2
met3       223                7910                    5.75
li1       9794                   -                       -
[power groups by stage]
stage	clock network [mW]	logic, mW	registers [mW]
CTS	0	1.65	0
global route	0	1.82	0
[stage by stage]
| stage | setup slack (ns) | hold WS [ns] | power, mW | instance area (µm²) | instances |
|---|---|---|---|---|---|
| 6_report | 11.32 | 19.65 | 1.71 | 17700 | 3096 |
| 5_1_grt | 10.45 | 19.72 | 1.82 | 17700 | 3095 |
| 4_1_cts | 11.83 | 19.68 | 1.65 | 17700 | 3095 |
| 3_5_place_dp | 11.88 | 19.68 | 1.64 | 17700 | 3095 |
| 3_3_place_gp | 11.98 | 19.67 | 1.65 | 17700 | 3095 |
| 2_1_floorplan | 16.68 | 18.71 | 1.08 | 16200 | 2560 |
[cells by family after synthesis]
group,synth area share [%]
AND-OR/OR-AND,41.8
buffers and inverters,6.82
multiplexers,6.54
AND/OR/NAND/NOR,29.6
XOR/XNOR,5.39
adder cells (fa/ha/maj),9.84
[final cells by class]
| cell class | instances | area [µm²] | share of cell area (%) |
|---|---|---|---|
| Antenna cell | 1 | 2.50 | 0.0141 |
| Timing Repair Buffer | 162 | 1460 | 8.21 |
| Inverter | 119 | 447 | 2.52 |
| Multi-Input combinational cell | 2289 | 15200 | 85.6 |
| Tap cell | 525 | 657 | 3.70 |
[placed cells by master (no fill, tap or decap), drive strengths merged, types with 39 or more instances in the layout]
master	n
nand2	294
nor2	268
o21ai	190
a21oi	187
ha	121
inv	117
nand3	102
clkdlybuf4s50	96
nor3	83
mux2i	75
buf	66
o211ai	62
a21o	58
xnor2	58
o22ai	50
xor2	40
o31ai	39
[final timing paths]
check             startpoint         end  slack (ns)  cells past startpoint
hold / removal    FP_in1[31]  FP_out[31]       19.65                      4
setup / recovery  FP_in1[27]  FP_out[21]       11.32                     52
No activity file was given, so power comes from the tool's default toggle rates.
